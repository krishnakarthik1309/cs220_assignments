**flow/config.mk**
```make
export PLATFORM = sky130hd
export DESIGN_NAME = TestLCD
export DESIGN_NICKNAME = TestLCD
export VERILOG_FILES = /design/flow/design.v
export SDC_FILE = /design/flow/constraint.sdc
export NUM_CORES = 4
export LEC_CHECK = 1
export CORE_UTILIZATION = 30
```
**flow/constraint.sdc**
```tcl
current_design TestLCD

set clk_period 4.6
set clk_io_pct 0.2

create_clock -name clk0 -period $clk_period [get_ports {clk}]

set non_clock_inputs [all_inputs -no_clocks]
set_input_delay [expr $clk_period * $clk_io_pct] -clock clk0 $non_clock_inputs
set_output_delay [expr $clk_period * $clk_io_pct] -clock clk0 [all_outputs]
```
**flow/design.v**
```verilog
`timescale 1ns / 1ps
module TestLCD(clk, sf_e, e, rs, rw, d, c, b, a);
(* LOC = "C9" *)  input clk;  
(* LOC = "D16" *) output reg sf_e;  
(* LOC = "M18" *) output reg e;  
(* LOC = "L18" *) output reg rs;	 
(* LOC = "L17" *) output reg rw;	 
(* LOC = "M15" *) output reg d;	 
(* LOC = "P17" *) output reg c;	 
(* LOC = "R16" *) output reg b;	 
(* LOC = "R15" *) output reg a;	 
reg [26:0] count = 0;	 
reg [5:0] code;	 
reg refresh;	 
always @ (posedge clk) begin
count <= count + 1;
case (count [26:21])	 
0: code <= 6'h03;	 
1: code <= 6'h03;	 
2: code <= 6'h03;	 
3: code <= 6'h02;	 
4: code <= 6'h02;  
5: code <= 6'h08;  
6: code <= 6'h00;  
7: code <= 6'h06;  
8: code <= 6'h00;  
9: code <= 6'h0C;  
10: code <= 6'h00;  
11: code <= 6'h01;  
12: code <= 6'h24;  
13: code <= 6'h23;  
14: code <= 6'h26;  
15: code <= 6'h2F; 
16: code <= 6'h26;  
17: code <= 6'h2D; 
18: code <= 6'h27;  
19: code <= 6'h20;
20: code <= 6'h25;  
21: code <= 6'h2F;
22: code <= 6'h27;  
23: code <= 6'h24;
24: code <= 6'h26;  
25: code <= 6'h25;
26: code <= 6'h27;  
27: code <= 6'h22;    
28: code <= 6'b001100;  
29: code <= 6'b000000;  
30: code <= 6'h24;  
31: code <= 6'h2F; 32: code <= 6'h27;  
33: code <= 6'h22; 34: code <= 6'h26;  
35: code <= 6'h27; 36: code <= 6'h26;  
37: code <= 6'h21; 38: code <= 6'h26;  
39: code <= 6'h2E; 40: code <= 6'h26;  
41: code <= 6'h29; 42: code <= 6'h27;  
43: code <= 6'h2A; 44: code <= 6'h26;  
45: code <= 6'h21; 46: code <= 6'h27;  
47: code <= 6'h24; 48: code <= 6'h26;  
49: code <= 6'h29; 50: code <= 6'h26;  
51: code <= 6'h2F; 52: code <= 6'h26;  
53: code <= 6'h2E;  
default: code <= 6'h10;  
endcase 
refresh <= count[ 20 ];  
sf_e <= 1; e <= refresh; 
rs <= code[5]; rw <= code[4]; 
d <= code[3]; c <= code[2];  
b <= code[1]; a <= code[0]; 
end  
endmodule
```
**flow/run.sh**
```bash
#!/bin/bash
# OpenROAD 26Q1-2900-gdf79404cd8, Yosys 0.63+post, stock flow scripts
make -C /OpenROAD-flow-scripts/flow DESIGN_CONFIG=/design/flow/config.mk WORK_HOME=/design/flow/orfs finish
```
==> flow_metrics.tcl <==
# yosys + openroad results
set metrics [dict create \
    outcome "complete, no violations" \
    place_area_um2 1910 \
    yosys.area_share.aoi_pct 10.8 \
    end_kind "output port" \
    antenna_found_initial 0 \
    grt_max_degree 22 \
    crit_buf_inv 1 \
    p_leak_uw 0.000693 \
    layout_top_cell "dfxtp_1" \
    ys_seq_elements 41 \
    p_total_uw 628 \
    cpMaxStageDelayCell "clkdlybuf4s50_1" \
    syn-cell-area_um2 1810 \
    drt_iter0_drc 120 \
    xor_share_pct 12.1 \
    wl_mm 2.90 \
    gp_congestion 0.826 \
    ff2ff_path_depth 4 \
    fin_cells 262 \
    rsz0062_at_grt "no" \
    grt_pass1_wl_mm 5.07 \
    r2r_slack_ns 2.82 \
    synth-simple-area-share_pct 19.0 \
    dp_cells 255 \
    path_cells "clkdlybuf4s50_1" \
    tightest_slew_ns 0.663 \
    coreArea_um2 5680 \
    p_per_area_nw_per_um2 311 \
    ys_types 42 \
    vias_per_cell 4.78 \
    hpwl_mm 1.91 \
    finalClockPeriodUsage_pct 42.7 \
    setup_slack_ns 2.63 \
    cts.path.max_buffers 2 \
    synth.mux.area_fraction_pct 2.97 \
    synth_seq_share_pct 45.4 \
    drc 0 \
    portBuffers 7 \
    fp-utilization_pct 31.9 \
    yosys_most_used_dff "dfxtp_1" \
    r2r-end "code[2]" \
    crit_family "buffers and inverters" \
    report.final.slew_viol_count 0 \
    chipArea_um2 6350 \
    htree_num_levels 2 \
    adder_share_pct 4.84 \
    fin_crit_ns 1.97 \
    wl_per_cell_um 11.1 \
    antenna_cells 0 \
    grt_util_met1_pct 15.6 \
    layout-drive-gt1-share_pct 7.37 \
    ir_drop_uv 121 \
    mostFrequentLayoutCells "dfxtp_1, xnor2_1, nand2_1, nand3_1, o21ai_0" \
    cp_data_arrival_time_ns 1.05 \
    dieWidth_um 79.7 \
    overflow 0 \
    yosysChipArea_um2 1810 \
    cts.sinks 41 \
    yosysWarnings 1 \
    cts_resized 0 \
    synth.avg_cell_area_um2 9.73 \
    clock_skew_ns 0.00779 \
    rows 27 \
    drtPass1Iterations 4 \
    cp-startpoint "a" \
    holdBufCountCts 0 \
    worstSetupPathType "reg2out" \
    antenna_left 0 \
    io_pins 9 \
    worst-endpoint-required_ns 3.68 \
    cp-start-kind "flip-flop" \
    edf_count 0 \
    top_usage_layer "met1" \
    cts_made_buffers 5 \
    logic_family "simple AND/OR/NAND/NOR gates" \
    clkLatencyLatePin_ns 0.29 \
    maxCapViolations 0 \
    grt_use_met3_pct 2.32 \
    slowest_delay_ns 0.44 \
    final_hold_viol_count 0 \
    warning_count 30 \
    timing.slew.headroom_pct 55.7 \
    syn_inst 186 \
    critPathCapture "a" \
    post_cts_buffers 0 \
    hold_class "reg2reg" \
    fin_area_um2 2020 \
    grt_pass1_vias 1137 \
    pre_cts_slack_ns 2.84 \
    grt_usage_pct 10.1 \
    fp.dieH_um 79.7 \
    use_met2_pct 14.7 \
    clk_pin_slew_ns 0.08 \
    tns_ns 0 \
    fmax_mhz 509 \
    yosys_cells 186 \
    worstSetupPathDepth 1 \
    root_buffer "clkbuf_8" \
    regToRegStartpoint "count[25]" \
    area_growth_pct 11.5 \
    setup_violations 0 \
    vias 1253 \
    crit_path_max_fanout 1 \
    async_reset_ff_share_pct 0 \
    cts_tree "done" \
]
-- state kept, by name, summed over array words and instances (netlist names) --
signal,cells
c,1
count,27
refresh,1
code,6
d,1
e,1
a,1
b,1
rw,1
rs,1
-- per-layer routing --
| metal | part of all wire [%] | up-vias |
|---|---|---|
| met3 | 3.9 | 2 |
| met1 | 52 | 576 |
| met4 | 1.2 | 0 |
| met5 | 0 | - |
| met2 | 43 | 20 |
| li1 | - | 655 |
-- through the flow --
| step | hold WS (ns) | util (%) |
|---|---|---|
| 2_1_floorplan | 0.310 | - |
| 3_3_place_gp | 0.310 | 33.7 |
| 3_5_place_dp | 0.312 | 33.7 |
| 4_1_cts | 0.330 | 35.6 |
| 5_1_grt | 0.338 | 35.6 |
| 6_report | 0.329 | 35.6 |
-- power by group --
group	switching (uW)	internal (uW)
registers	0	355
logic	0.0113	0
clock network	116	158
total	116	512
-- synthesized netlist by cell type (2+ instances only) --
| cell type | n | area, um^2 |
|---|---|---|
| ha_1 | 7 | 87.6 |
| nand2_1 | 14 | 52.6 |
| buf_2 | 5 | 25.0 |
| clkbuf_1 | 3 | 11.3 |
| inv_1 | 7 | 26.3 |
| and3_1 | 5 | 31.3 |
| o22ai_1 | 3 | 18.8 |
| dfxtp_1 | 41 | 821 |
| nand3_1 | 13 | 65.1 |
| and2_1 | 2 | 12.5 |
| xnor2_1 | 19 | 166 |
| a31oi_1 | 2 | 12.5 |
| a21boi_0 | 2 | 15.0 |
| xor2_1 | 6 | 52.6 |
| nand4_1 | 7 | 43.8 |
| mux2i_1 | 2 | 20.0 |
| a211oi_1 | 3 | 22.5 |
| nor2_1 | 7 | 26.3 |
| a21oi_1 | 4 | 20.0 |
| o21ai_0 | 8 | 40.0 |
| and4_1 | 2 | 17.5 |
| nor3_1 | 3 | 15.0 |
| o211ai_1 | 2 | 15.0 |
-- layout make-up --
cell class | count | area, um^2
repair buffers | 7 | 70.1
well taps | 72 | 90.1
inverters | 8 | 30.0
fillers | 573 | 3660
flip-flops and latches | 41 | 821
multi-input cells | 127 | 903
clock buffers | 5 | 68.8
clock inverters | 2 | 35.0
-- kinds of logic after synthesis --
logic type	Yosys count
simple gates	60
flops	41
compound gates	30
xor+xnor	25
buf+inv	18
fa+ha+maj	7
mux	4
other cells	1
-- worst min-delay path by stage --
stage,startpoint,to,slack [ns],cells after the start
CTS,code[3],d,0.33,0
global route,refresh,e,0.34,0
finish,code[2],c,0.33,0
Power is estimated from default activity; no workload was simulated.
