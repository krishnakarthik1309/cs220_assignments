[design/flow/run.sh]
#!/bin/bash
# OpenROAD 26Q1-2900-gdf79404cd8, Yosys 0.63+post, stock flow scripts
make -C /OpenROAD-flow-scripts/flow DESIGN_CONFIG=/design/flow/config.mk WORK_HOME=/design/flow/orfs finish
[design/flow/config.mk]
export PLATFORM = sky130hd
export DESIGN_NAME = alu4
export DESIGN_NICKNAME = alu4
export VERILOG_FILES = /design/flow/design.v
export SDC_FILE = /design/flow/constraint.sdc
export NUM_CORES = 4
export LEC_CHECK = 1
export CORE_UTILIZATION = 30
[design/flow/constraint.sdc]
current_design alu4

set clk_period 6.4
set clk_io_pct 0.2

create_clock -name clk0 -period $clk_period [get_ports {clk}]

set non_clock_inputs [all_inputs -no_clocks]
set_input_delay [expr $clk_period * $clk_io_pct] -clock clk0 $non_clock_inputs
set_output_delay [expr $clk_period * $clk_io_pct] -clock clk0 [all_outputs]
[design/flow/design.v]
`timescale 1ns / 1ps
module alu4(
	input [3:0]p,
	input set1,
	input set2,
	input set3,
	input clk,
	output reg [3:0]out,
	output reg CF,
	output reg ZF,
	output reg SF,
	output reg e,
	output reg sf_e,  
	output reg rs, 
	output reg rw, 
(* LOC = "M15" *) output reg d,	 
(* LOC = "P17" *) output reg c,	 
(* LOC = "R16" *) output reg b,	 
(* LOC = "R15" *) output reg a	 
);
	reg [3:0] n1,n2,n3;
	reg [4:0] temp;
	reg [5:0] code;
	reg [24:0]count;
	reg refresh;
	always @(posedge clk) begin
		if(set1 == 1) begin
			n1 = p;
			count = 0;
		end
		else if(set2 == 1) begin
			n2 = p;
			count = 0;
		end
		else if(set3 == 1) begin
			n3 = p;
			count = 0;
		end
		else begin
			count = count+1;
		end
		case (n3)
			0:
				begin
					out = n1 & n2;
					CF = 1'b0;
					ZF = ~(|out);
					SF = out[3];
				end
			1:
				begin
					out = n1 | n2;
					CF = 1'b0;
					ZF = ~(|out);
					SF = out[3];
				end
			2:
				begin
					temp = n1 + n2;
					SF = temp[3];
					if(n1[3] == n2[3] && n1[3] != temp[3]) begin
						CF = 1'b1;
						SF = n1[3];
						if (temp[4] == 1'b1) begin
							temp = ~temp;
							temp = temp + 1;
						end
						else begin
							temp[3] = SF;
						end
					end
					out = temp[3:0];
					ZF = ~(|out);
				end
			3:
				begin
					n2 = (~n2);
					n2 = n2 + 1;
					temp = n1 + n2;
					SF = temp[3];
					out = n2;
					ZF = ~(|out);
				end
			default:
				begin
					out = 4'b0;
					CF = 1'b0;
					ZF = 1'b0;
					SF = 1'b0;
				end
		endcase
	end
	always @(n1 or n2 or n3 or count) begin
	case (count[24:21])
	0: code <= 6'h03;
	1: code <= 6'h03;
	2: code <= 6'h03;
	3: code <= 6'h02;	
	4: code <= 6'h02;  
	5: code <= 6'h08;  
	6: code <= 6'h00; 
	7: code <= 6'h06; 
	8: code <= 6'h00;  
	9: code <= 6'h0C;  
	10: code <= 6'h00; 
	11: code <= 6'h01; 
	12: 	begin
			case (out)
			0: code <= 6'h23;  
			1: code <= 6'h23;  
			2: code <= 6'h23;  
			3: code <= 6'h23;  
			4: code <= 6'h23;  
			5: code <= 6'h23;  
			6: code <= 6'h23;  
			7: code <= 6'h23;  
			8: code <= 6'h23;  
			9: code <= 6'h23;  
			10:code <= 6'h26;  
			11:code <= 6'h26;  
			12:code <= 6'h26;  
			13:code <= 6'h26;  
			14:code <= 6'h26;  
			15:code <= 6'h26;  
			endcase
			end
		13: begin
			case (out)
			0: code <= 6'h20;  
			1: code <= 6'h21;  
			2: code <= 6'h22;  
			3: code <= 6'h23;  
			4: code <= 6'h24;  
			5: code <= 6'h25;  
			6: code <= 6'h26;  
			7: code <= 6'h27;  
			8: code <= 6'h28;  
			9: code <= 6'h29;  
			10:code <= 6'h21;  
			11:code <= 6'h22;  
			12:code <= 6'h23;  
			13:code <= 6'h24;  
			14:code <= 6'h25;  
			15:code <= 6'h26;  
			endcase
			end
		default: code <= 6'h10;  
	endcase
	refresh <= count[ 20 ]; 
	sf_e <= 1;
	e <= refresh;
		rs = code[5]; rw = code[4]; 
		d = code[3]; c = code[2];  
		b = code[1]; a = code[0]; 
	end
endmodule
==> run summary <==
Summary of implementation figures.

Layout
Once layout is complete, the utilization of the core stands at 35.5%. The number of filler cells placed in the layout is about 840. From synthesis to final layout, the design area changed by 13.8%.

The multi-input combinational cells in the finished layout cover a total of about 0.0016 sq mm. The area taken by sequential standard cells is reported as approximately 0.0010 sq mm. The layout summary lists the proportion of cells stronger than drive strength 1 as between 7 and 8%.

STA
For the pin with the worst max-slew slack, the measured transition is just over 800 ps. Setup repair after global routing left no endpoint under its margin. After layout, the worst path uses 79.6% of the clock period.

From the final report, the count of setup violators was given as 0. After routing, the total negative slack on setup checks comes to 0 ps. After layout, the setup clock skew is reported as 11.6 ps.

The number of hold-slack violations in the final timing report is 0. Subtracting the final worst setup slack from the clock period gives ~5100 ps. The highest clock rate this design can be run at is about 0.20 GHz.

The headroom to the max-slew limit is a little under half. The number of slew-limit violations in the final report is 0. The worst hold margin is between 400 and 500 ps.

Yosys
The library cell with the highest instance count after synthesis is sky130_fd_sc_hd__dfxtp_1. The most used flip-flop cell after synthesis is sky130_fd_sc_hd__dfxtp_1. The number of enable-type register cells in the synthesized netlist is 1.

After synthesis, the mean cell area works out to slightly below 9 sq um. Per the post-synthesis report, the number of cells in the design is around 310. After synthesis the cells add up to 0.00274 sq mm. The most area-hungry cell type in the Yosys netlist is sky130_fd_sc_hd__dfxtp_1. After synthesis, the netlist uses 55 different library cells. The number of cells in Yosys stat is about 310. The area recorded from the Yosys report for this design is around 0.0027 sq mm. For this run, the register share of the synthesized area comes to roughly 37%. The flop and latch count out of synthesis is 50. The proportion of register bits with asynchronous set or reset after synthesis is 0%. Warnings reported by Yosys during synthesis add up to 1.

The main area contributors are sky130_fd_sc_hd__dfxtp_1 36%, sky130_fd_sc_hd__ha_1 6.8%, sky130_fd_sc_hd__nor2_1 5.6%, sky130_fd_sc_hd__xnor2_1 5.4%, sky130_fd_sc_hd__mux2i_1 5.1%. Summed over its instances, the top area cell type makes up 35.8% of the synthesized netlist area. Yosys reports that the most numerous cell types are 49 x sky130_fd_sc_hd__dfxtp_1, 41 x sky130_fd_sc_hd__nor2_1, 20 x sky130_fd_sc_hd__inv_1.

Power and ir drop
The leakage power summed over all cells is approximately 1.2 nW. Across the VDD grid, the largest voltage drop is about 120 uV. Power spread over the standard cell area amounts to between 200 and 300 mW/mm^2. Overall power consumption after layout is estimated at a little under 0.9 mW.

Global routing
The initial antenna violation count came to 0. The total routing usage reported by global routing is a little under an eighth. The number of global-route vias before repair is between 2000 and 2500. After global routing the overflow that remains totals 0. The pin count of the biggest net entering global routing is 26. The first global-routing pass estimated ~9200 um of wire.

CTS
The number of post-CTS setup repair buffers is 0. CTS added clock buffers totalling 5. Post-CTS repair changed the size of 0 cells. Clock latency on the worst-skew pair, taken at its later pin, is around 310 ps. The maximum buffer depth of the clock tree is 2.

TritonCTS built the clock tree. On the worst setup and hold paths after CTS, the clock-pin slew comes to about 100 ps. The root buffer cell is sky130_fd_sc_hd__clkbuf_8. The number of H-tree levels is 2. The clock tree has to reach 50 sinks. The post-cts hold-fix buffer tally is 0.

Drt
The total antenna diodes in the routed design is 0. The aggregate routed wire length is approximately 5200 um. Before antenna repair, the detailed router went through 4 iterations. The script logs the mean routed wire length per placed instance as about 12 um.

After detailed routing, the number of remaining DRC violations is 0. Using the TritonRoute via totals, the vias-per-cell ratio works out to just under 5. The vias after detailed routing is 2126.

The post-detailed-route count of antenna-violating nets is 0. The DRC violation total after the first TritonRoute iteration is about 67.

Setup path
The slowest cell on the critical path is sky130_fd_sc_hd__clkdlybuf4s50_1. STA puts the critical path data required time at ~6600 ps. The critical path is of the in2reg type. The startpoint type of the worst setup path is an input port. The largest single stage delay on the critical path is 790 ps. STA classifies the critical path endpoint as a flop.

Among the stages of the critical path, the cell type that occurs most often is sky130_fd_sc_hd__mux2i_1. The critical path goes through clkdlybuf4s50_1 > nand2b_1 > mux2i_1 > inv_1 > ha_1 > and3b_1 > a221oi_4 > xnor2_1 > or4_1 > and3_1 > ha_1 > inv_1 > mux2i_1 > mux2i_1. STA puts the critical path data arrival time at about 5300 ps. The family with the most delay on the worst path is simple AND/OR/NAND/NOR gates.

The maximum fanout encountered on the critical timing path is 12. The timing report notes that buffer and inverter cells on the critical path total 3.

Die
The die is roughly 98 um wide. According to the floorplan report, the placeable core area is roughly 0.0088 sq mm. After floorplanning, the core was divided into 34 placement rows. Measured along the y axis, the die boundary spans slightly below 100 um. In the floorplan report the effective utilization is 31.1%. 23 I/O pins were placed. After floorplanning, the die was sized to cover about 0.0095 sq mm.

Placement
The post-detailed-placement half-perimeter wirelength is a little under 4000 um. The final weighted congestion in routability-driven placement is a little under 0.9. The count of buffers added on input and output ports is 21.

Job
The stage logs contain a warning count of 29. The count of max-cap constraint violations is 0.

Hold path
The worst hold path class is reg2reg.

Status
The run finished with clean final reports.
## worst register-to-register path, stage by stage (launching register included)
cell	delay [ps]
sky130_fd_sc_hd__dfxtp_1	320
sky130_fd_sc_hd__mux2i_1	340
sky130_fd_sc_hd__inv_1	90
sky130_fd_sc_hd__ha_1	330
sky130_fd_sc_hd__and3b_1	220
sky130_fd_sc_hd__a221oi_4	340
sky130_fd_sc_hd__xnor2_1	160
sky130_fd_sc_hd__or4_1	470
sky130_fd_sc_hd__and3_1	250
sky130_fd_sc_hd__ha_1	320
sky130_fd_sc_hd__inv_1	40
sky130_fd_sc_hd__mux2i_1	120
sky130_fd_sc_hd__mux2i_1	90
## power by group
part / total (mW) / switching, mW / internal (mW)
clock network: 0.194 / 0.113 / 0.0811
registers: 0.370 / 0.0165 / 0.354
logic: 0.308 / 0.170 / 0.138
total: 0.872 / 0.299 / 0.573
## placed cells by master (no fill, tap or decap), drive strengths merged, types with 3 or more instances in the layout
| cell type | instances |
|---|---|
| a21oi | 13 |
| a31o | 3 |
| and3 | 5 |
| clkbuf | 5 |
| clkdlybuf4s50 | 21 |
| clkinv | 3 |
| dfxtp | 49 |
| ha | 15 |
| inv | 26 |
| mux2 | 6 |
| mux2i | 16 |
| nand2 | 18 |
| nand3 | 13 |
| nand4 | 5 |
| nor2 | 41 |
| nor3 | 10 |
| nor3b | 4 |
| o21ai | 10 |
| o22ai | 3 |
| or3 | 5 |
| xnor2 | 17 |
| xor2 | 11 |
## stage by stage
stage | instances | cell area, sq um | worst slack, ps
after floorplan | 314 | 2740 | 1910
after global placement | 431 | 3020 | 1080
after detailed placement | 431 | 3020 | 977
final | 439 | 3120 | 1310
after CTS | 439 | 3120 | 1290
after global routing | 439 | 3120 | 947
## cell type report
type	instances	area share, %
Clock buffer	5	2.20
Clock inverter	3	0.922
Inverter	26	3.13
Multi-Input combinational cell	226	50.3
Sequential cell	50	32.4
Tap cell	108	4.33
Timing Repair Buffer	21	6.73
## routing by layer
layer / share of wire, % / global-route usage, % / wire length (um) / vias to the layer above
met1: 48 / 16.7 / 2510 / 972
met2: 47 / 19.8 / 2460 / 36
met5: 0 / 0 / 0 / -
li1: - / - / - / 1112
met3: 3.5 / 1.54 / 184 / 6
met4: 0.90 / 1.52 / 47 / 0
## worst paths after layout
path | from | to | slack (ps) | depth (start not counted)
worst max-delay path | set1 | flop | 1310 | 14
worst min-delay path | count[0]$_SDFF_PP0_ | count[0]$_SDFF_PP0_ | 480 | 1
worst max register to register | n2[2]$_DFF_P_ | flop | 3200 | 12
worst min register to register | count[0]$_SDFF_PP0_ | count[0]$_SDFF_PP0_ | 480 | 1
## kinds of logic (layout without fill, tap and decap cells)
logic type | count (synthesis) | after routing | share of synthesized area [%]
buf+inv | 38 | 55 | 5.88
compound gates | 45 | 45 | 11.5
xor+xnor | 28 | 28 | 8.94
flops | 50 | 50 | 36.9
simple gates | 114 | 114 | 20.7
other cells | 1 | 1 | 0.137
fa+ha+maj | 16 | 16 | 7.21
mux | 22 | 22 | 8.71
Power is estimated from default activity; no workload was simulated.
