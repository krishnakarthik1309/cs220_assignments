==> config.mk <==
export PLATFORM = sky130hd
export DESIGN_NAME = regfile
export DESIGN_NICKNAME = regfile
export VERILOG_FILES = /design/flow/design.v
export SDC_FILE = /design/flow/constraint.sdc
export NUM_CORES = 4
export LEC_CHECK = 1
export CORE_UTILIZATION = 50
==> constraint.sdc <==
current_design regfile

set clk_period 3.5
set clk_io_pct 0.2

create_clock -name clk0 -period $clk_period [get_ports {clk}]

set non_clock_inputs [all_inputs -no_clocks]
set_input_delay [expr $clk_period * $clk_io_pct] -clock clk0 $non_clock_inputs
set_output_delay [expr $clk_period * $clk_io_pct] -clock clk0 [all_outputs]
==> design.v <==
`timescale 1ns / 1ps
module regfile(
	input [3:0] p,
	input clk,
	input setRR1,
	input setRR2,
	input setWR,
	input setWData,
	input Wenable,
	output reg [3:0] OutR1,
	output reg [3:0] OutR2
);
	reg [3:0] n0,n1,n2,n3,n4,n5,n6,n7,n8,n9,n10,n11,n12,n13,n14,n15;
	reg [3:0] RR1;
	reg [3:0] RR2;
	reg [3:0] WR;
	reg [3:0] WData;
	always @(posedge clk) begin
		case( RR1)
			0: OutR1 = n0;
			1: OutR1 = n1;
			2: OutR1 = n2;
			3: OutR1 = n3;
			4: OutR1 = n4;
			5: OutR1 = n5;
			6: OutR1 = n6;
			7: OutR1 = n7;
			8: OutR1 = n8;
			9: OutR1 = n9;
			10: OutR1 = n10;
			11: OutR1 = n11;
			12: OutR1 = n12;
			13: OutR1 = n13;
			14: OutR1 = n14;
			15: OutR1 = n15;
			endcase
			case( RR2)
			0: OutR2 = n0;
			1: OutR2 = n1;
			2: OutR2 = n2;
			3: OutR2 = n3;
			4: OutR2 = n4;
			5: OutR2 = n5;
			6: OutR2 = n6;
			7: OutR2 = n7;
			8: OutR2 = n8;
			9: OutR2 = n9;
			10: OutR2 = n10;
			11: OutR2 = n11;
			12: OutR2 = n12;
			13: OutR2 = n13;
			14: OutR2 = n14;
			15: OutR2 = n15;
			endcase
	end
	always @(posedge clk) begin
		if( setRR1 == 1 )begin
			RR1 = p;
		end	
		else if( setRR2 == 1 )begin
			RR2 = p;	
		end		
		else if( setWR == 1 )begin
			WR = p;
		end
		else if( setWData == 1 )begin
			WData = p;
		end
		else if( Wenable == 1 )begin
			case( WR )
			0:  n0 = WData;
			1:  n1 = WData;
			2:  n2 = WData;
			3:  n3 = WData;
			4:  n4 = WData;
			5:  n5 = WData;
			6:  n6 = WData;
			7:  n7 = WData;
			8:  n8 = WData;
			9:  n9 = WData;
			10: n10 = WData;
			11: n11 = WData;
			12: n12 = WData;
			13: n13 = WData;
			14: n14 = WData;
			15: n15 = WData;
			endcase
		end	
	end  
endmodule
==> run.sh <==
#!/bin/bash
# OpenROAD 26Q1-2900-gdf79404cd8, Yosys 0.63+post, stock flow scripts
make -C /OpenROAD-flow-scripts/flow DESIGN_CONFIG=/design/flow/config.mk WORK_HOME=/design/flow/orfs finish
==> run notes <==
fresh numbers from the pnr run: Synth Seq Share a little under two thirds, clk sink count between 80 and 90, # IOs 18, Slew @ Worst Pin 0.888 ns, CTS tree yes, Crit path top cell by count nor3_1, min-delay src n0[0], yosys cell count roughly 320, fin util 57.4%, f_max around 0.4 GHz, Final period util a little under three quarters, WL/cell approximately 24 um, leakage power between 1 and 1.5 nW, Critical Path Max Stage Delay between 0.5 and 0.6 ns, total wire length just over 10000 um, critical path's top delay family simple AND/OR/NAND/NOR gates, vias in the first global route 2729, postcts setup bufs 0, die width ~92 um, H-tree levels 3, FF+latch count, synth 88, crit-path cells clkdlybuf4s50_1 -> nor3_1 -> nand3b_1 -> or3_1 -> nor3_1, CP Capture Type flip-flop, Post-Syn Area around 0.004 mm^2, peak supply drop 0.255 mV, Pre-Repair DR Iteration Count 5, unrepaired setup endpoints after global routing false, most frequent logic cells in the routed design edfxtp_1 (80), nor2_1 (36), nor2b_1 (17), clkdlybuf4s50_1 (17), root buf cell clkbuf_8, Mapped Cells approximately 320, port bufs 17, Final WS setup ~1 ns, register area 0.00256 mm^2, Starting DRT DRC Count slightly below 300, Simple Share, Synth between 10% and 20%, largest net degree at the start of global routing 25, Synth Flop Type edfxtp_1, GPL Wtd Cong about 0.97, Post-synth EDFFs 80, Init Core Util 51.8%, P&R area growth vs syn 10.8%, DRT antenna net count 0, Final Hold Fails 0, Crit path depth 5, Design Power between 2 and 2.5 mW, setup total negative slack 0 ns, Placeable Area slightly below 0.008 mm^2, CP Launch Type input pin, outcome finished clean, worst skew pair latency ~0.36 ns, Synth Area in XOR/XNOR 0%, max cap viols 0, Clock Path Buffers 2, Post-CTS Resized 0, Avg Cell Area, Syn roughly 13 um^2, slowest CP cell clkdlybuf4s50_1, reg2reg setup slack 1.27 ns, Final Critical Period about 2.5 ns, Worst EP required about 3.5 ns, DR DRC count 0, Yosys cell types around 44, Worst-path clk slew about 0.08 ns, most frequent logic cell in the layout edfxtp_1, R2R Path End OutR2[1], Final Max Slew Viols 0, ratio of cells with drive above 1 in the final layout 9.17%, vias after detailed routing ~2.8k, Largest logic family AND-OR/OR-AND gates, cts bufs inserted 9, pre-CTS setup slack roughly 0.6 ns, initial antenna violation count 0, Antenna diodes 0, Gate Area around 0.0013 mm^2, global-route wire length before repair about 15000 um, worst-path fanout max 7, reg2reg start RR2[2], total track usage 27.8%, yosys stat chip area 0.00401 mm^2, WS Path Type in -> reg, worst rel slew slack between 40% and 50%, CP bufs+invs 1, Die Y slightly above 90 um, Worst Path Arrival approximately 2.5 ns, Die Size roughly 0.0084 mm^2, FFs w/ async S/R, synth 0%, post-DR vias/cell 6.42, Final HPWL DP about 7200 um, gr ovfl total 0, hold_ws about 0.54 ns, Log Warnings 25, pwr/cell area about 480 mW/mm^2, Clock Skew around 0.013 ns, crit path launch setRR1, Post-CTS Hold Buffers 0, Adder Area Share 0%, end of the critical path n0[3], Reg2Reg Depth 5, fill count just under 600, Final setup viols 0, synth warn 1, Site Rows 32, area fraction in compound gates between 10 and 15%, area fraction in mux cells 5.50%, worst hold path class reg -> reg
==> layout make-up <==
cell class	instances	area share [%]
Clock inverter	5	1.44
Timing Repair Buffer	21	4.51
Tap cell	102	2.88
Clock buffer	11	2.96
Sequential cell	88	57.7
Inverter	7	0.592
Multi-Input combinational cell	206	29.9
==> routing by layer <==
layer  global-route usage (%)  wire, um
met5                        0         0
met4                     6.35       331
met3                     9.95      1060
met2                     38.8      4560
met1                     46.3      4400
==> stage by stage <==
step	instance area [um^2]	cells
after floorplan	4010	317
final	4440	440
after global routing	4440	440
after detailed placement	4240	424
after global placement	4240	424
after CTS	4440	440
==> logic make-up (layout without fill, tap and decap cells) <==
family	after synthesis	in the layout
simple gates	105	105
flops	88	88
compound gates	81	81
buf+inv	23	44
mux	20	20
==> Yosys cell counts, drive strengths merged (8+ instances only) <==
cell / n / share of area, %
a31oi: 8 / 1.2
a21oi: 8 / 1.0
a22oi: 16 / 3.0
buf: 14 / 2.1
o22ai: 8 / 1.2
o21ai: 8 / 1.0
dfxtp: 8 / 4.0
a32oi: 9 / 2.0
nor2: 36 / 3.4
edfxtp: 80 / 60
mux2: 13 / 3.7
nand2: 16 / 1.5
nor2b: 17 / 2.7
nand3: 12 / 1.5
==> worst min-delay path by stage <==
stage	cells after the start	endpoint	slack, ns
6_report	1	OutR2[0]	0.54
4_1_cts	1	OutR2[0]	0.54
5_1_grt	1	OutR2[0]	0.56
==> report_power, final <==
group | switching [mW] | internal (mW) | leakage, nW
clock network | 0.365 | 0.337 | 0.0945
registers | 0.0424 | 1.17 | 0.792
logic | 0.102 | 0.101 | 0.548
Power figures rest on the tool's default switching activity, not on a simulated workload.
